--- run.sh ---
#!/bin/bash
# OpenROAD 26Q1-2900-gdf79404cd8, Yosys 0.63+post, stock flow scripts
make -C /OpenROAD-flow-scripts/flow DESIGN_CONFIG=/design/flow/config.mk WORK_HOME=/design/flow/orfs finish
--- config.mk ---
export PLATFORM = sky130hd
export DESIGN_NAME = traffic_light_control
export DESIGN_NICKNAME = traffic_light_control
export VERILOG_FILES = /design/flow/design.v
export SDC_FILE = /design/flow/constraint.sdc
export NUM_CORES = 4
export LEC_CHECK = 1
export CORE_UTILIZATION = 50
--- constraint.sdc ---
current_design traffic_light_control

set clk_period 9.7
set clk_io_pct 0.2

create_clock -name clk0 -period $clk_period [get_ports {clk}]

set non_clock_inputs [all_inputs -no_clocks]
set_input_delay [expr $clk_period * $clk_io_pct] -clock clk0 $non_clock_inputs
set_output_delay [expr $clk_period * $clk_io_pct] -clock clk0 [all_outputs]
--- design.v ---
module fsm_auto_mode(
    input clk,
    input reset,
    output reg Xa,
    output reg Va,
    output reg Da,
    output reg Xb,
    output reg Vb,
    output reg Db,
    output reg [6:0] segA1,
    output reg [6:0] segA0,
    output reg [6:0] segB1,
    output reg [6:0] segB0
);
    reg [7:0] counterA;     
    reg [7:0] counterB;     
    reg [1:0] state;       
    localparam A_GREEN = 2'b00;
    localparam A_YELLOW = 2'b01;
    localparam B_GREEN = 2'b10;
    localparam B_YELLOW = 2'b11;
    localparam TIME_GREEN = 8'd15;
    localparam TIME_YELLOW = 8'd3;
    reg [6:0] seg [0:9];   
    initial begin
        seg[0] = 7'b0000001;   
        seg[1] = 7'b1001111;   
        seg[2] = 7'b0010010;   
        seg[3] = 7'b0000110;   
        seg[4] = 7'b1001100;   
        seg[5] = 7'b0100100;   
        seg[6] = 7'b0100000;   
        seg[7] = 7'b0001111;   
        seg[8] = 7'b0000000;   
        seg[9] = 7'b0000100;   
    end
    initial begin
        Xa = 1'b0;
        Va = 1'b0;
        Da = 1'b0;
        Xb = 1'b0;
        Vb = 1'b0;
        Db = 1'b0;
        counterA = 8'd0;
        counterB = 8'd0;
        state = A_GREEN;
    end
    always @(posedge clk or posedge reset) begin
        if (reset) begin
            Xa <= 1'b0;
            Va <= 1'b0;
            Da <= 1'b0;
            Xb <= 1'b0;
            Vb <= 1'b0;
            Db <= 1'b0;
            counterA <= 8'd0;
            counterB <= 8'd0;
            state <= A_GREEN;
        end else begin
            if (state == A_GREEN || state == A_YELLOW)
                counterA <= counterA + 1;
            else
                counterA <= 8'd0;
            if (state == B_GREEN || state == B_YELLOW)
                counterB <= counterB + 1;
            else
                counterB <= 8'd0;
            case (state)
                A_GREEN: begin
                    if (counterA < TIME_GREEN) begin
                        Xa <= 1'b1;
                        Va <= 1'b0;
                        Da <= 1'b0;
                        Xb <= 1'b0;
                        Vb <= 1'b0;
                        Db <= 1'b1;
                        segA1 <= seg[counterA / 10];  
                        segA0 <= seg[counterA % 10];  
                    end else begin
                        state <= A_YELLOW;
                        counterA <= 8'd0;
                    end
                end
                A_YELLOW: begin
                    if (counterA < TIME_YELLOW) begin
                        Xa <= 1'b0;
                        Va <= 1'b1;
                        Da <= 1'b0;
                        Xb <= 1'b0;
                        Vb <= 1'b0;
                        Db <= 1'b1;
                        segA1 <= seg[counterA / 10];  
                        segA0 <= seg[counterA % 10];  
                    end else begin
                        state <= B_GREEN;
                        counterA <= 8'd0;
                    end
                end
                B_GREEN: begin
                    if (counterB < TIME_GREEN) begin
                        Xa <= 1'b0;
                        Va <= 1'b0;
                        Da <= 1'b1;
                        Xb <= 1'b1;
                        Vb <= 1'b0;
                        Db <= 1'b0;
                        segB1 <= seg[counterB / 10];  
                        segB0 <= seg[counterB % 10];  
                    end else begin
                        state <= B_YELLOW;
                        counterB <= 8'd0;
                    end
                end
                B_YELLOW: begin
                    if (counterB < TIME_YELLOW) begin
                        Xa <= 1'b0;
                        Va <= 1'b0;
                        Da <= 1'b1;
                        Xb <= 1'b0;
                        Vb <= 1'b1;
                        Db <= 1'b0;
                        segB1 <= seg[counterB / 10];  
                        segB0 <= seg[counterB % 10];  
                    end else begin
                        state <= A_GREEN;
                        counterB <= 8'd0;
                    end
                end
            endcase
        end
    end
endmodule
module manual_mode (
    input sw1,               
    input sw2,               
    output reg Xa,           
    output reg Va,           
    output reg Da,           
    output reg Xb,           
    output reg Vb,           
    output reg Db            
);
always @(*) begin
    if (sw1) begin
        Xa = 1'b0;
        Va = 1'b0;
        Da = 1'b1;
        Xb = 1'b1;
        Vb = 1'b0;
        Db = 1'b0;
    end else if (sw2) begin
        Xa = 1'b1;
        Va = 1'b0;
        Da = 1'b0;
        Xb = 1'b0;
        Vb = 1'b0;
        Db = 1'b1;
    end else begin
        Xa = 1'b0;
        Va = 1'b0;
        Da = 1'b0;
        Xb = 1'b0;
        Vb = 1'b0;
        Db = 1'b0;
    end
end
endmodule
`timescale 1ns / 1ps
module night_mode(
    input clk,           
    input reset,         
    output reg Xa,       
    output reg Va,       
    output reg Da,       
    output reg Xb,       
    output reg Vb,       
    output reg Db        
);
    reg [1:0] counter;   
    reg blink_signal;     
    always @(posedge clk or posedge reset) begin
        if (reset) begin
            counter <= 2'd0;
            blink_signal <= 1'b0;
            Xa <= 1'b0;
            Va <= 1'b0;   
            Da <= 1'b0;
            Xb <= 1'b0;
            Vb <= 1'b0;   
            Db <= 1'b0;
        end else begin
            if (counter == 2'd2) begin
                counter <= 2'd0;   
                blink_signal <= ~blink_signal;   
            end else begin
                counter <= counter + 1;   
            end
            if (blink_signal) begin
                Va <= 1'b1;
                Vb <= 1'b1;
            end else begin
                Va <= 1'b0;
                Vb <= 1'b0;
            end
            Xa <= 1'b0;   
            Xb <= 1'b0;   
            Da <= 1'b0;   
            Db <= 1'b0;   
        end
    end
endmodule
module traffic_light_control (
    input clk,
    input reset,
    input btn1,
    input btn2,
    input btn3,
    input sw1,
    input sw2,
    output reg Xa,
    output reg Va,
    output reg Da,
    output reg Xb,
    output reg Vb,
    output reg Db,
    output reg [6:0] segA1,
    output reg [6:0] segA0,
    output reg [6:0] segB1,
    output reg [6:0] segB0
);
reg auto_mode;
reg night_mode;
reg manual_mode;
wire Xa_auto, Va_auto, Da_auto, Xb_auto, Vb_auto, Db_auto;
wire Xa_night, Va_night, Da_night, Xb_night, Vb_night, Db_night;
wire Xa_manual, Va_manual, Da_manual, Xb_manual, Vb_manual, Db_manual;
wire [6:0] segA1_auto, segA0_auto, segB1_auto, segB0_auto;
fsm_auto_mode fsm_auto_inst (
    .clk(clk),
    .reset(reset),
    .Xa(Xa_auto),
    .Va(Va_auto),
    .Da(Da_auto),
    .Xb(Xb_auto),
    .Vb(Vb_auto),
    .Db(Db_auto),
    .segA1(segA1_auto),
    .segA0(segA0_auto),
    .segB1(segB1_auto),
    .segB0(segB0_auto)
);
night_mode night_mode_inst (
    .clk(clk),
    .reset(reset),
    .Xa(Xa_night),
    .Va(Va_night),
    .Da(Da_night),
    .Xb(Xb_night),
    .Vb(Vb_night),
    .Db(Db_night)
);
manual_mode manual_mode_inst (
    .sw1(sw1),
    .sw2(sw2),
    .Xa(Xa_manual),
    .Va(Va_manual),
    .Da(Da_manual),
    .Xb(Xb_manual),
    .Vb(Vb_manual),
    .Db(Db_manual)
);
always @(posedge clk or posedge reset) begin
    if (reset) begin
        auto_mode <= 1'b0;
        night_mode <= 1'b0;
        manual_mode <= 1'b0;
    end else begin
        if (btn1) begin
            auto_mode <= 1'b1;
            night_mode <= 1'b0;
            manual_mode <= 1'b0;
        end else if (btn2) begin
            night_mode <= 1'b1;
            auto_mode <= 1'b0;
            manual_mode <= 1'b0;
        end else if (btn3) begin
            manual_mode <= 1'b1;
            auto_mode <= 1'b0;
            night_mode <= 1'b0;
        end
    end
end
always @(*) begin
    if (manual_mode) begin
        Xa = Xa_manual;
        Va = Va_manual;
        Da = Da_manual;
        Xb = Xb_manual;
        Vb = Vb_manual;
        Db = Db_manual;
        segA1 = 7'b0000000;
        segA0 = 7'b0000000;
        segB1 = 7'b0000000;
        segB0 = 7'b0000000;
    end else if (night_mode) begin
        Xa = Xa_night;
        Va = Va_night;
        Da = Da_night;
        Xb = Xb_night;
        Vb = Vb_night;
        Db = Db_night;
        segA1 = 7'b0000000;
        segA0 = 7'b0000000;
        segB1 = 7'b0000000;
        segB0 = 7'b0000000;
    end else if (auto_mode) begin
        Xa = Xa_auto;
        Va = Va_auto;
        Da = Da_auto;
        Xb = Xb_auto;
        Vb = Vb_auto;
        Db = Db_auto;
        segA1 = segA1_auto;
        segA0 = segA0_auto;
        segB1 = segB1_auto;
        segB0 = segB0_auto;
    end else begin
        Xa = 1'b0;
        Va = 1'b0;
        Da = 1'b0;
        Xb = 1'b0;
        Vb = 1'b0;
        Db = 1'b0;
        segA1 = 7'b1111111;
        segA0 = 7'b1111111;
        segB1 = 7'b1111111;
        segB0 = 7'b1111111;
    end
end
endmodule
==> results.txt <==
The implementation run finished. The flow ran to the end, and the final reports show no timing, DRC or antenna violations. Counting every sink on the clock net gives 59. Overall power consumption landed at approximately 0.00086 W. The die covers about 8000 um2. The tree is rooted in a sky130_fd_sc_hd__clkbuf_8. Synthesis inferred 59 register bits.

Setup TNS landed at 0 ns. Total of warnings raised by yosys landed at 4. The synthesized netlist handed to floorplanning was reported with a cell count of roughly 380.

Post-synthesis async set-or-reset flop share landed at 52.5%. Number of violations of the max-capacitance limit landed at 0. In the setup report, the worst path falls into the class reg2reg. Post-synthesis cell area landed at 3760 um2. During I/O placement, the number of pins put on the boundary was 41.

The initial antenna violation count is 0. Via count of the first global-routing pass landed at roughly 2,500. A synthesized cell averages 9.84 um2. Arrival time of the worst setup path landed at 5.41 ns. The analysis reports a worst IR drop on VDD of between 0.15 and 0.2 mV. The final report gives the standard cell area, fillers excluded, as 4430 um2.

The top cell types in the final layout, fill and taps aside, are 43 x sky130_fd_sc_hd__a21oi_1, 41 x sky130_fd_sc_hd__inv_1, 40 x sky130_fd_sc_hd__clkdlybuf4s50_1. Routed wire length landed at 6.99 mm. Overall routing resource usage landed at 20.2%. Vertical die dimension landed at 88.7 um. Hold violation total from the final report landed at 0. Number of warnings the tools reported landed at 36. The script computed a power per unit cell area of between 150 and 200 nW/um2. Count of instantiated cells in the yosys netlist landed at about 380.

For this run, design rule violations remaining after detail routing come to 0. Clock latency reported for the late side of the worst-skew pair landed at 0.34 ns. Share of cells above drive strength 1 landed at 13.7%. After synthesis, the chip area reported by Yosys is 3760 um2. Total of fill cells in the finished design landed at around 600. Post-synth tally of flip-flops with integrated enable landed at 28.

Post-route clock skew landed at 0.0106 ns. Tally of nets with antenna violations remaining after routing landed at 0. Biggest fanout along the worst timing path landed at 17.

Clock transition at the register clock pins on the worst setup and hold paths after CTS landed at approximately 0.070 ns. The synthesized design spends more area on one cell type than any other, namely sky130_fd_sc_hd__edfxtp_1. Number of rows created at floorplan landed at 31. Number of buffers created by CTS landed at 9. In the Yosys stats the netlist draws on 75 distinct library cells. The placed instances occupy a cell area of 4200 um2.

OpenROAD reports that the post-layout worst path occupies 55.0% of the period. Number of buffer cells added on primary ports landed at 40. The worst hold path belongs to the class reg2reg. Number of instances resized during post-cts repair landed at 0. STA classifies the critical path endpoint as a flip-flop. Per the OpenROAD power report, leakage power amounts to between 1.5 and 2 nW. Total setup buffers inserted after CTS landed at 0. Post-route minimum period landed at 5.33 ns. The highest clock rate this design can be run at is approximately 190 MHz. Iteration tally of the first detailed-router pass landed at 4.

The worst-case max-slew headroom was logged as between 30 and 40%. Between the synthesized netlist and the finished layout, the area growth was recorded as 18.0%. The core region is approximately 7300 um2. Per the detail_route report, routed wire per instance is 13.2 um. Maximum number of pins on one net before global-route repair landed at 31. For this run, the leading register cell type out of synthesis is sky130_fd_sc_hd__dfrtp_1.

TritonCTS built the clock tree. Horizontal die size landed at 88.7 um. First-pass GRT wire length landed at 11.9 mm.

The report puts the hold buffer count at CTS at 0. Slew at the pin closest to its max-slew limit landed at 0.936 ns. Number of H-tree levels landed at 3.

The initial utilization of the core area, before any placement, comes to roughly half. After its last routability iteration, the placer logged a weighted congestion of between 0.8 and 0.9. Critical path required time landed at 9.78 ns. For this block, the initial DRC count from the detailed router was ~77. Overall via count from detail_route landed at approximately 2,800. By area the synthesized netlist is led by sky130_fd_sc_hd__edfxtp_1 22%, sky130_fd_sc_hd__dfrtp_1 21%, sky130_fd_sc_hd__a21oi_1 5.7%.

Setup-violating endpoint count in the final report landed at 0. Pins over their slew limit in the final report were tallied at 0. Top cell type's share of synthesized area landed at 22.4%. Setup repair after global routing left no endpoint under its margin. Total overflow reported by the global router landed at 0. Sequential cells were found to cover 43.0% of the synthesized design area. The longest clock path from root to sink contains 2 buffers.

Half-perimeter wire length of the detailed placement result landed at about 5 mm. For this run, the script counts the antenna cells in the layout as 0. Among logic cells in the layout, the one with the most instances is sky130_fd_sc_hd__a21oi_1. Measured on the finished design, the core utilization comes to 61.1%. Detailed-route vias per instance landed at 5.26. STA classifies the critical path startpoint as a flip-flop.
## power breakdown
| group | internal [W] | switching [W] | total [W] |
|---|---|---|---|
| sequential | 0.000299 | 0.0000210 | 0.000320 |
| combinational | 0.000136 | 0.000155 | 0.000291 |
| clock | 0.000141 | 0.000105 | 0.000247 |
| total | 0.000576 | 0.000282 | 0.000857 |
## logic make-up after synthesis
group           count (synthesis)  synth area share (%)
compound gates                102                  19.5
flops                          59                  43.0
fa+ha+maj                      16                  5.33
mux                            13                  4.03
buf+inv                        60                  7.89
other cells                     1                0.0998
xor+xnor                        9                  2.30
simple gates                  122                  17.8
## area by class of cell
type                            instances  area [um2]  area share (%)
Clock inverter                          4        33.8           0.762
Timing Repair Buffer                   43         423            9.54
Sequential cell                        59        1620            36.5
Inverter                               42         158            3.56
Multi-Input combinational cell        270        1880            42.4
Tap cell                               99         124            2.79
Clock buffer                           12         199            4.49
## per-layer routing
metal  vias up  routed length, um  part of all wire [%]  GRT usage [%]
met3         2                312                   4.5           4.07
met5         -                  0                     0              0
met1      1293               3490                    50           33.9
li1       1431                  -                     -              -
met4         0                 35                  0.50           2.05
met2        57               3160                    45           29.7
## per-stage QoR
stage	hold WS, ns	instances	setup WS, ns
2_1_floorplan	0.373	389	5.11
3_3_place_gp	0.385	513	4.56
3_5_place_dp	0.388	513	4.41
4_1_cts	0.405	529	4.36
5_1_grt	0.427	529	3.98
6_report	0.400	529	4.37
## critical path, stage by stage (launching register included)
cell,delay [ns]
sky130_fd_sc_hd__dfrtp_1,0.40
sky130_fd_sc_hd__inv_1,0.11
sky130_fd_sc_hd__ha_1,0.30
sky130_fd_sc_hd__a21boi_1,0.30
sky130_fd_sc_hd__o221ai_2,0.37
sky130_fd_sc_hd__and2_2,0.33
sky130_fd_sc_hd__ha_1,0.34
sky130_fd_sc_hd__or3b_1,0.43
sky130_fd_sc_hd__a31oi_4,0.40
sky130_fd_sc_hd__xor2_1,0.12
sky130_fd_sc_hd__a21o_2,0.23
sky130_fd_sc_hd__a211oi_2,0.42
sky130_fd_sc_hd__nand2_1,0.27
sky130_fd_sc_hd__xor2_1,0.33
sky130_fd_sc_hd__inv_1,0.11
sky130_fd_sc_hd__ha_1,0.20
sky130_fd_sc_hd__nor2b_1,0.14
sky130_fd_sc_hd__mux2i_1,0.16
sky130_fd_sc_hd__a31oi_1,0.12
## registers in the layout, summed over array words and instances (netlist names)
register and count:
auto_mode 1, fsm_auto_inst.Da 1, fsm_auto_inst.Db 1, fsm_auto_inst.Va 1, fsm_auto_inst.Vb 1, fsm_auto_inst.Xa 1, fsm_auto_inst.Xb 1, fsm_auto_inst.counterA 8
fsm_auto_inst.counterB 8, fsm_auto_inst.segA0 7, fsm_auto_inst.segA1 7, fsm_auto_inst.segB0 7, fsm_auto_inst.segB1 7, fsm_auto_inst.state 2, manual_mode 1, night_mode 1
night_mode_inst.Vb 1, night_mode_inst.blink_signal 1, night_mode_inst.counter 2
## final timing paths
| kind | from | end | slack, ns | cells after the start |
|---|---|---|---|---|
| worst max register to register | fsm_auto_inst.state[0] | fsm_auto_inst.segA0[6] | 4.37 | 18 |
| worst min register to register | night_mode_inst.blink_signal | night_mode_inst.Vb | 0.40 | 0 |
| worst max-delay path | fsm_auto_inst.state[0] | fsm_auto_inst.segA0[6] | 4.37 | 18 |
| worst min-delay path | night_mode_inst.blink_signal | night_mode_inst.Vb | 0.40 | 0 |
| min in group asynchronous | reset | fsm_auto_inst.counterA[6] | 1.94 | 2 |
| max in group asynchronous | reset | fsm_auto_inst.counterA[1] | 7.18 | 3 |
## cell usage after synthesis, drive strengths merged (3+ instances only)
cell type  instances
a32o               3
a31oi              4
nand2b             7
o21ai             12
a211oi             5
ha                16
edfxtp            28
buf               10
mux2i              6
clkbuf             8
nand3b             4
inv               42
xnor2              5
xor2               4
a22o               3
nor3              10
mux2               7
a21o               4
nand2             32
nor2              24
nor2b              7
nand4              5
and2               6
nor3b              4
a21oi             46
dfrtp             31
nand3              7
a21boi             4
and3               5
Power and IR drop assume default switching activity.
